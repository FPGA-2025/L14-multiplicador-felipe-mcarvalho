==> ./design.v <==
module Multiplier # (parameter N = 4) (
    input wire clk,
    input wire rst_n,
    input wire start,
    output reg ready,
    input wire   [N-1:0] multiplier,
    input wire   [N-1:0] multiplicand,
    output reg [2*N-1:0] product
);
    localparam [1:0] 
        IDLE      = 2'b00,   
        COMPUTING = 2'b01,   
        DONE      = 2'b10;   
    reg [N-1:0]   multiplier_reg;     
    reg [2*N-1:0] multiplicand_reg;   
    reg [2*N-1:0] product_reg;        
    reg [N-1:0]   counter;            
    reg [1:0]     current_state;      
    always @(posedge clk or negedge rst_n) begin
        if (!rst_n) begin
            current_state     <= IDLE;
            multiplier_reg    <= 0;
            multiplicand_reg  <= 0;
            product_reg       <= 0;
            counter           <= 0;
            ready             <= 0;
        end 
        else begin
            current_state    <= next_state;
            multiplier_reg   <= next_multiplier;
            multiplicand_reg <= next_multiplicand;
            product_reg      <= next_product;
            counter          <= next_counter;
            ready            <= next_ready;
        end
    end
    reg [1:0]     next_state;
    reg [N-1:0]   next_multiplier;
    reg [2*N-1:0] next_multiplicand;
    reg [2*N-1:0] next_product;
    reg [N-1:0]   next_counter;
    reg           next_ready;
    always @(*) begin
        next_state      = current_state;
        next_multiplier = multiplier_reg;
        next_multiplicand = multiplicand_reg;
        next_product    = product_reg;
        next_counter    = counter;
        next_ready     = 0;
        case (current_state)
            IDLE: begin
                if (start) begin
                    next_multiplier   = multiplier;
                    next_multiplicand = {{N{1'b0}}, multiplicand}; 
                    next_product      = 0;
                    next_counter      = 0;
                    next_state        = COMPUTING;
                end
            end
            COMPUTING: begin
                if (multiplier_reg == 0) begin
                    next_state = DONE;
                end else begin
                    if (multiplier_reg[0]) begin
                        next_product = product_reg + multiplicand_reg;
                    end
                    next_multiplicand = multiplicand_reg << 1;
                    next_multiplier   = multiplier_reg >> 1;
                    next_counter = counter + 1;
                    if (next_counter == N) begin
                        next_state = DONE;
                    end
                end
            end
            DONE: begin
                next_ready = 1;
                next_state = IDLE;
            end
            default: begin
                next_state = IDLE;
            end
        endcase
    end
    always @(*) begin
        product = product_reg;
    end
endmodule
==> ./run.sh <==
#!/bin/bash
# OpenROAD 26Q1-2900-gdf79404cd8, Yosys 0.63+post, stock flow scripts
make -C /OpenROAD-flow-scripts/flow DESIGN_CONFIG=/design/flow/config.mk WORK_HOME=/design/flow/orfs finish
==> ./config.mk <==
export PLATFORM = sky130hd
export DESIGN_NAME = Multiplier
export DESIGN_NICKNAME = Multiplier
export VERILOG_FILES = /design/flow/design.v
export SDC_FILE = /design/flow/constraint.sdc
export NUM_CORES = 4
export LEC_CHECK = 1
export CORE_AREA = 10 10 109 109
export DIE_AREA = 0 0 119 119
==> ./constraint.sdc <==
current_design Multiplier

set clk_period 4.6
set clk_io_pct 0.2

create_clock -name clk0 -period $clk_period [get_ports {clk}]

set non_clock_inputs [all_inputs -no_clocks]
set_input_delay [expr $clk_period * $clk_io_pct] -clock clk0 $non_clock_inputs
set_output_delay [expr $clk_period * $clk_io_pct] -clock clk0 [all_outputs]
==> run_results.csv <==
group,metric,value,unit
finish,final_cell_mix,"dfrtp_1, nand2_1, clkdlybuf4s50_1",
pwr,powerDensity,239,nW/um^2
synth,ys_seq_elements,28,
die,die_w,119,um
route,drcViolationCount,0,
pwr,swShare,18.7,%
grt,grt_pass1_vias,1071,
timing,setup-violations-final,0,
cts,cts_root_buffer,"clkbuf_8",
cts,cts_buffers,3,
die,coreArea,9640,sq um
die,floorplan.core_util,15.6,%
critical_path,required,4800,ps
synth,synthTopCellsByArea,"dfrtp_1, ha_1, nand2_1",
grt,grt_usage,4.64,%
grt,overflow,0,
die,io-pin-count,20,
timing,worst_pin_slew,741,ps
synth,syn_area,1500,sq um
finish,ff_latch_area,702,sq um
timing,min_period_over_period,51.1,%
critical_path,rr_worst_depth,4,
pwr,combPwrFrac,3.5,%
cts,post_cts_buffers,0,
critical_path,critPathMaxFanout,17,
synth,synth_cell_types,35,
cts,cts_tree,"done",
synth,ys_cells,147,
cts,clock_sinks,28,
critical_path,cp-end-kind,"flip-flop",
synth,ys_warn_count,1,
finish,comb_area,766,sq um
pwr,ir_worst_vdd,0.181,mV
finish,lay_top_count,"dfrtp_1",
cts,hold_buffers,0,
grt,antenna_found_initial,0,
timing,hold_viol_final,0,
timing,rsz0062_at_grt,"false",
pwr,p_clk_share,42.7,%
pwr,internal_power,371,uW
critical_path,arrival,2550,ps
timing,fmax,425,MHz
critical_path,critPathKind,"input port to flip-flop",
pwr,p_leak,0.804,nW
timing,finalSetupTns,0,ps
place,dp_slack,1970,ps
timing,finClkSkew,1.56,ps
die,rows,36,
route,vias,1108,
route,dr.first_iter.drc_count,30,
worst_hold_path,whs_path_depth,0,
run_status,status,"finished clean",
synth,syn_avg_cell_area,10.2,sq um
grt,grt_first_pass_wirelength,5.45,mm
route,antenna_cells,0,
synth,synth_top_area_share,44.9,%
worst_hold_path,hold_class,"flip-flop to flip-flop",
job,max_cap_viol_count,0,
timing,slew_violations,0,
die,fp.dieH,119,um
pwr,p_sw,85.7,uW
die,die_area,14200,sq um
route,ant_nets,0,
grt,grt_max_degree,29,
synth,seq_area_frac_synth,46.7,%
route,wl,3.19,mm
cts,postCtsResizedCells,0,
job,warnings,26,
place,place_congestion,0.772,
synth,largest_area_cell,"dfrtp_1",
cts,clk_pin_slew,100,ps
timing,timing.hold.ws,398,ps
finish,fill_cells,1060,
cts,htreeDepth,1,
timing,maxSlewHeadroom,50.6,%
finish,syn_to_final_growth,27.0,%
finish,drive_above_1_share,5.99,%
route,firstDrtPassIters,4,
synth,netlist_instances,147,
critical_path,crit_path_start_kind,"input port",
place,dp_hpwl,2.45,mm
cts,cts_buffer_depth,2,
route,wl_per_cell,10.6,um
pwr,p_seq_share,53.8,%
place,io_buffers,19,
timing,setup_ws,2250,ps
synth,yosys_area,1500,sq um
cts,clk_latency,270,ps
route,vias_per_cell,3.69,
timing,min_period,2350,ps
==> cell families (layout without fill, tap and decap cells) <==
kind of cell             count (synthesis)  count (layout)  share of synthesized area (%)
multiplexers                             8               8                           5.66
AND-OR/OR-AND                           43              43                           18.6
buffers and inverters                    6              26                           2.41
adder cells (fa/ha/maj)                 10              10                           8.82
AND/OR/NAND/NOR                         47              47                           14.9
XOR/XNOR                                 5               5                           2.91
flip-flops                              28              28                           46.7
==> routing by layer <==
metal	vias up	track usage (%)	wire length, um
met5	-	0	0
li1	570	-	-
met3	2	1.49	151
met1	516	7.03	1770
met4	0	0.153	13
met2	20	6.64	1250
==> final timing paths <==
| check | slack [ps] | end | from |
|---|---|---|---|
| max reg2reg | 2490 | product_reg[7] | current_state[2] |
| min | 400 | ready | current_state[1] |
| min reg2reg | 400 | ready | current_state[1] |
| max in group asynchronous | 3270 | current_state[0] | rst_n |
| max | 2250 | counter[3] | start |
| min in group asynchronous | 1020 | product_reg[6] | rst_n |
==> power by group through the flow <==
stage	Combinational, mW	Sequential, mW	Clock, mW
4_1_cts	0.0167	0.246	0.198
5_1_grt	0.0181	0.246	0.211
6_report	0.0159	0.246	0.195
==> synthesized netlist by cell type <==
cell type and number:
xnor2_1 3, a211oi_1 2, buf_4 1, fa_1 1, a21oi_1 7, nand3b_1 1
a21o_1 3, o22ai_1 1, dfrtp_1 27, nand4_1 2, ha_1 9, nand2b_1 5
nor3_1 1, nor2_1 3, mux2i_1 7, a21o_2 1, a22o_1 6, mux2_4 1
buf_6 1, nor4_2 1, nand2_1 26, o21ai_1 1, o21bai_1 1, xor2_1 2
dfstp_2 1, nand3_1 6, a2111o_1 1, o31ai_1 3, nand4b_1 1, buf_2 2
inv_1 2, a211oi_2 1, o21ai_0 15, a31oi_1 1, and2b_1 1
==> layout make-up <==
type                            instances  area share [%]
Timing Repair Buffer                   20            10.3
Multi-Input combinational cell        113            40.1
Sequential cell                        28            36.7
Clock buffer                            3            2.16
Clock inverter                          1            1.57
Inverter                                2           0.393
Tap cell                              133            8.71
==> worst max-delay path, stage by stage <==
cell	delay (ps)
clkdlybuf4s50_1	440
mux2i_1	510
a21o_1	440
o21ai_0	150
o21ai_0	90
==> through the flow <==
step | std cells | utilization, % | power [mW] | area, sq um
floorplan | 147 | - | 0.252 | 1500
CTS | 300 | 19.8 | 0.461 | 1910
detailed placement | 296 | 19.1 | 0.267 | 1840
global route | 300 | 19.8 | 0.475 | 1910
finish | 300 | 19.8 | 0.457 | 1910
global placement | 296 | 19.1 | 0.268 | 1840
Power and IR drop assume default switching activity.
